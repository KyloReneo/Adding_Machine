==> design/flow/design.v <==
module AC(
    input      clk, 
    input      rst,    
    input      ld_ac,  
    input      [7:0] data_bus_in,   
    output reg [7:0] a_side
);
    always @(posedge clk) begin
        if (rst) begin
            a_side <= 8'b00000000;
        end else if (ld_ac) begin
            a_side <= data_bus_in;
        end
    end
endmodule
module ALU(
    input [7:0] a_side,
    input [7:0] b_side,
    input pass_add,
    output reg [7:0] data_bus_out
);
    always @(*) begin
        case (pass_add)
            1'b0: data_bus_out = a_side;            
            1'b1: data_bus_out = a_side + b_side;   
            default: data_bus_out = 8'b00000000;
        endcase
    end
endmodule
module CPU(
    input   	clk,
    input   	rst,
    input  	[7:0]data_bus_in,
    output 	rd_mem,
    output 	wr_mem,
    output 	[5:0]adr_bus,
    output 	[7:0]data_bus_out
);
    wire  ir_on_adr, pc_on_adr, ld_ir, ld_ac, ld_pc, inc_pc, clr_pc, pass_add;
    wire [1:0] op_code;
    Controller cu(
        clk, rst, op_code, rd_mem, wr_mem, ir_on_adr, pc_on_adr, ld_ir, ld_ac, ld_pc, inc_pc, clr_pc, pass_add);
    DataPath dp(
        clk, rst, ir_on_adr, pc_on_adr, ld_ir, ld_ac, ld_pc, inc_pc, clr_pc, pass_add, data_bus_in, op_code, adr_bus, data_bus_out);
endmodule
module Controller (
	input      clk, 
	input      rst, 
	input [1:0]op_code, 
	output reg rd_mem, 
	output reg wr_mem, 
	output reg ir_on_adr, 
	output reg pc_on_adr, 
	output reg ld_ir, 
	output reg ld_ac, 
	output reg ld_pc, 
	output reg inc_pc, 
	output reg clr_pc, 
	output reg pass_add );
	reg [1:0] present_state, next_state;
    	always @(posedge clk) begin
        	if (rst)
            		present_state <= 2'b00;
       		else
           		present_state <= next_state;
    		end
    	always @(present_state, op_code) begin
        	rd_mem = 1'b0; wr_mem   = 1'b0; ir_on_adr = 1'b0; pc_on_adr = 1'b0; 
        	ld_ir  = 1'b0; ld_ac    = 1'b0; ld_pc     = 1'b0; inc_pc = 1'b0; 
        	clr_pc = 1'b0; pass_add = 1'b0;
        	case(present_state)
            	2'b00: begin
                	next_state = 2'b01; 
                	clr_pc     = 1'b1;
            	end
            	2'b01: begin
                	next_state = 2'b10; 
                	pc_on_adr  = 1'b1; 
                	rd_mem     = 1'b1; 
                	ld_ir      = 1'b1; 
                	inc_pc     = 1'b1;
            	end
            	2'b10: begin
                	next_state = 2'b11;
            	end
            	2'b11: begin
                	next_state = 2'b01;
                 case(op_code)
                    	2'b01: begin   
                        	ir_on_adr = 1'b1; 
                        	rd_mem    = 1'b1; 
                        	ld_ac     = 1'b1;
                    end
                    	2'b10: begin   
                        	ir_on_adr = 1'b1; 
                        	pass_add  = 1'b0; 
                        	wr_mem    = 1'b1;
                    end
                    	2'b11: begin   
                        	ld_pc     = 1'b1;
                    end
                    	2'b00: begin   
                        	pass_add  = 1'b1; 
                        	ld_ac     = 1'b1;
                    end
                endcase
            end
        endcase
    end
endmodule
module DataPath(
	input	clk, 
	input	rst, 
	input	ir_on_adr, 
	input	pc_on_adr, 
	input	ld_ir, 
	input	ld_ac, 
	input	ld_pc, 
	input	inc_pc, 
	input	clr_pc, 
	input	pass_add, 
	input  [7:0]data_bus_in,
	output [1:0]op_code,
	output [5:0]adr_bus,  
	output [7:0]data_bus_out
);
	wire [5:0] pc_out;
	wire [7:0] ir_out;
	wire [7:0] a_side;
	wire [7:0] alu_out;
	wire [7:0] ac_input;  
    	IR  ir (clk, rst,    ld_ir,  data_bus_in[7:0],   ir_out);                            
    	PC  pc (clk, clr_pc, inc_pc, ld_pc,              ir_out[5:0], pc_out[5:0]);          
    	AC  ac (clk, rst,    ld_ac,  ac_input[7:0],      a_side[7:0]);                       
    	ALU alu(a_side,      {2'b00, ir_out[5:0]},       pass_add,    alu_out[7:0]);         
    	assign adr_bus = ir_on_adr ? ir_out[5:0] : (pc_on_adr ? pc_out : 6'b000000);
    	assign op_code = ir_out[7:6];
    	assign ac_input = (pass_add) ? alu_out : data_bus_in;
    	assign data_bus_out = (op_code == 2'b10) ? a_side : alu_out;
endmodule
module IR(
    input            clk,
    input            rst,
    input            ld_ir,
    input      [7:0] data_bus_in,
    output reg [7:0] ir_out
);
    always @(posedge clk) begin
        if (rst) begin
            ir_out <= 8'b00000000;
        end else if (ld_ir) begin
            ir_out <= data_bus_in;
        end
    end
endmodule
module PC(
    input      clk,
    input      clr_pc,    
    input      inc_pc, 
    input      ld_pc, 
    input      [5:0] jump_addr, 
    output reg [5:0] pc_out
);
    always @(posedge clk) begin
        if (clr_pc) begin
            pc_out <= 6'b000000;
        end else if (ld_pc) begin
            pc_out <= jump_addr;
        end else if (inc_pc) begin
            pc_out <= pc_out + 1;
        end
    end
endmodule
==> design/flow/run.sh <==
#!/bin/bash
# OpenROAD 26Q1-2900-gdf79404cd8, Yosys 0.63+post, stock flow scripts
make -C /OpenROAD-flow-scripts/flow DESIGN_CONFIG=/design/flow/config.mk WORK_HOME=/design/flow/orfs finish
==> design/flow/config.mk <==
export PLATFORM = sky130hd
export DESIGN_NAME = CPU
export DESIGN_NICKNAME = CPU
export VERILOG_FILES = /design/flow/design.v
export SDC_FILE = /design/flow/constraint.sdc
export NUM_CORES = 4
export LEC_CHECK = 1
export CORE_AREA = 10 10 109 109
export DIE_AREA = 0 0 119 119
==> design/flow/constraint.sdc <==
current_design CPU

set clk_period 2.7
set clk_io_pct 0.2

create_clock -name clk0 -period $clk_period [get_ports {clk}]

set non_clock_inputs [all_inputs -no_clocks]
set_input_delay [expr $clk_period * $clk_io_pct] -clock clk0 $non_clock_inputs
set_output_delay [expr $clk_period * $clk_io_pct] -clock clk0 [all_outputs]
==> flow_summary.yaml <==
# yosys + openroad results
synthesis:
  async_flop_share_pct: 0
  synthAoiAreaFrac_pct: 24.7
  syn_avg_cell_area_um2: 8.34
  syn-instance-count: 193
  most_common_reg_cell: "sky130_fd_sc_hd__dfxtp_1"
  yosys-dominant-comb-family: "AND-OR/OR-AND gates"
  yosys-stat-cells: 193
  post_synth_fa_ha_maj_area_fraction_pct: 10.6
  simple_gate_share_pct: 22.8
  synth_chip_area_mm2: 0.00161
  synth.ff_latch_count: 26
  postSynthSeqShare_pct: 32.3
  post_synth_xor_area_fraction_pct: 3.81
  edff_count_synth: 0
  ys.warnings.count: 5
  synth.mux.area_fraction_pct: 0.700
  tally_of_unique_sky130hd_cells_used_after_synthesis: 43
  cell_area_after_synthesis_mm2: 0.00161
detailed_routing:
  route.detailed.vias_per_inst: 4.24
  final_antenna_net_count: 0
  starting_drt_drc_count: 79
  antenna_cells: 0
  post_route_wl_um: 4660
  m1WireLength_um: 2450
  highest_layer: "met4"
  wire_per_inst_um: 12.7
  wl_met2_um: 1980
  vias: 1557
  drt_first_pass_iters: 4
  routed-wl-met3_um: 166
  drt_drc_violations_left: 0
pwr:
  power.leakage_nw: 0.861
  power_density_mw_per_mm2: 369
  power.ir.vdd_worst_uv: 196
floorplan:
  fp.coreArea_mm2: 0.00964
  core.rowCount: 36
  chipWidth_um: 119
  die_y_um: 119
  die_area_mm2: 0.0142
  core_util_floorplan_pct: 16.7
  design.portCount: 26
place:
  io_buffer_count: 25
  dp_worst_setup_slack_ns: -0.00761
  placed_instance_area_mm2: 0.00210
  dp.final_hpwl_um: 3480
  routabilityCongestion: 0.831
layout:
  filler_cell_count: 1058
  layout.cells.most_common_list: "sky130_fd_sc_hd__nand2_1, sky130_fd_sc_hd__buf_4, sky130_fd_sc_hd__dfxtp_1, sky130_fd_sc_hd__clkdlybuf4s50_1, sky130_fd_sc_hd__nor2_1"
  layout_top_cell: "sky130_fd_sc_hd__nand2_1"
  fraction_of_layout_instances_using_a_drive_strength_above_1_pct: 23.5
  area_growth_pct: 41.8
  gate_area_mm2: 0.00109
  layout.cell_area.non_filler_mm2: 0.00228
  layout.area.seq_um2: 531
  final_util_pct: 23.7
clock_network:
  clk_root_buffer_cell: "sky130_fd_sc_hd__clkbuf_8"
  cts-root-to-sink-buffers: 2
  clk_transition_reported_paths_ns: 0.10
  clock-sinks: 26
  htree_num_levels: 1
  numCtsBuffers: 3
  cts_tree: "built"
  clock_network_latency_to_the_later_pin_of_the_worst_skew_pair_ns: 0.28
final_timing:
  finalHoldViolations: 0
  fin_crit_ns: 2.59
  setup_violations: 0
  post-route-worst-setup-slack_ns: 0.111
  final_max_slew_viol_count: 0
  min_period_over_period_pct: 95.9
  rsz0062_at_grt: "yes"
  finalClockSkew_ns: 0.00933
  worstMarginPinSlew_ns: 0.868
  max_freq_ghz: 0.386
  maxSlewHeadroom_pct: 41.7
setup_path:
  worstPathArrival_ns: 2.05
  critical_path_peak_fanout: 2
  worstSetupStartpointType: "register"
  r2r_start: "dp.ac.a_side[0]"
  critPathLaunch: "dp.ac.a_side[0]"
  worst_setup_path_end_kind: "output port"
  cp_data_required_time_ns: 2.16
  criticalPathCategory: "register to output port"
grt:
  global_route_wire_length_before_repair_um: 7480
  grt_max_degree: 17
  grt_remaining_overflow: 0
  grtUsageTotal_pct: 6.26
  vias_in_the_first_global_route: 1455
  grt_antenna_before_repair: 0
worst_hold_path:
  worstHoldPathType: "register to register"
  min-delay-start: "cu.present_state[2]"
run:
  tool_warnings: 31
  max_cap_violations: 0
outcome:
  run_status: "finished, final reports clean"
## timing repair
item,in CTS,in global routing
pin swaps,7,6
buffers inserted,3,2
hold buffers,0,0
endpoints found under the setup margin,7,11
gates resized,21,20
## through the flow
step | instances | TNS [ns] | power (mW) | hold slack (ns)
floorplan | 193 | 0 | 0.509 | 0.439
detailed placement | 358 | -0.00761 | 0.575 | 0.466
CTS | 365 | -0.0561 | 0.837 | 0.479
global route | 367 | -0.0489 | 0.884 | 0.487
finish | 367 | 0 | 0.841 | 0.473
global placement | 358 | 0 | 0.574 | 0.455
## critical path, stage by stage, from the launching register on
cell	delay (ns)
sky130_fd_sc_hd__dfxtp_2	0.37
sky130_fd_sc_hd__ha_4	0.14
sky130_fd_sc_hd__inv_2	0.03
sky130_fd_sc_hd__fa_2	0.34
sky130_fd_sc_hd__nor2b_2	0.13
sky130_fd_sc_hd__buf_4	0.12
sky130_fd_sc_hd__buf_6	0.08
sky130_fd_sc_hd__nor3_2	0.03
sky130_fd_sc_hd__o21ai_1	0.18
sky130_fd_sc_hd__nand2b_1	0.09
sky130_fd_sc_hd__xnor2_1	0.15
sky130_fd_sc_hd__buf_2	0.12
## worst paths after layout
path | endpoint | slack [ns] | cells after the start
max | data_bus_out[6] | 0.11 | 11
min | cu.present_state[1] | 0.47 | 1
max reg2reg | dp.ac.a_side[6] | 0.81 | 11
min reg2reg | cu.present_state[1] | 0.47 | 1
## final cells by class
type / instances / area share [%]
clock buffer: 4 / 2.41
timing repair buffer: 48 / 18.3
sequential: 26 / 23.3
tap: 133 / 7.30
multi-input combinational: 151 / 47.9
inverter: 5 / 0.823
## cell usage after synthesis (3+ instances only)
cell                       count  area share, %
sky130_fd_sc_hd__nor2b_1       4            1.6
sky130_fd_sc_hd__inv_1         5            1.2
sky130_fd_sc_hd__nand3_1       3           0.93
sky130_fd_sc_hd__clkbuf_1      4           0.93
sky130_fd_sc_hd__o21ai_0       7            2.2
sky130_fd_sc_hd__a22o_1        7            3.8
sky130_fd_sc_hd__a21oi_1      15            4.7
sky130_fd_sc_hd__and3_1        5            1.9
sky130_fd_sc_hd__a221oi_1      3            1.6
sky130_fd_sc_hd__nor2_1       14            3.3
sky130_fd_sc_hd__and2_1        3            1.2
sky130_fd_sc_hd__a211oi_1      9            4.2
sky130_fd_sc_hd__o21ai_1       3           0.93
sky130_fd_sc_hd__xnor2_1       3            1.6
sky130_fd_sc_hd__nand2b_1      3            1.2
sky130_fd_sc_hd__nor3b_1       3            1.4
sky130_fd_sc_hd__nand2_1      30            7.0
sky130_fd_sc_hd__xor2_1        4            2.2
sky130_fd_sc_hd__buf_2         4            1.2
sky130_fd_sc_hd__ha_1         12            9.3
sky130_fd_sc_hd__dfxtp_1      26             32
## flip-flops by register name (all words and copies together) (netlist names)
signal / cells
dp.pc.pc_out: 6
cu.present_state: 4
dp.ir.ir_out: 8
dp.ac.a_side: 8
## where the power goes
part           total [mW]  leakage (nW)  internal, mW  switching (mW)
clock               0.259        0.0288         0.131           0.129
combinational       0.164         0.617        0.0826          0.0812
sequential          0.417         0.215         0.400          0.0174
total               0.841         0.861         0.613           0.228
## logic make-up (layout without fill, tap and decap cells)
group,Yosys count,in the layout
simple gates,72,72
buf+inv,16,57
xor+xnor,7,7
mux,1,1
compound gates,58,58
fa+ha+maj,13,13
flops,26,26
## per-layer routing
metal,track usage [%],up-vias
met3,1.15,4
li1,-,780
met5,0,-
met2,9.06,30
met1,9.68,743
met4,0.763,0
Power and IR drop assume default switching activity.
